$ cat ./config.mk
export PLATFORM = sky130hd
export DESIGN_NAME = delay_timer_ls7212
export DESIGN_NICKNAME = delay_timer_ls7212
export VERILOG_FILES = /design/flow/design.v
export SDC_FILE = /design/flow/constraint.sdc
export NUM_CORES = 4
export LEC_CHECK = 1
export CORE_AREA = 10 10 96 96
export DIE_AREA = 0 0 106 106
$ cat ./constraint.sdc
current_design delay_timer_ls7212

set clk_period 1.3
set clk_io_pct 0.2

create_clock -name clk0 -period $clk_period [get_ports {clk}]

set non_clock_inputs [all_inputs -no_clocks]
set_input_delay [expr $clk_period * $clk_io_pct] -clock clk0 $non_clock_inputs
set_output_delay [expr $clk_period * $clk_io_pct] -clock clk0 [all_outputs]
$ cat ./design.v
 module delay_timer_ls7212  
 (   
      input [7:0] wb,  
      input clk,  
      input reset,  
      input trigger,  
      input mode_a, mode_b,  
      output reg delay_out_n  
 );  
 reg[7:0] PULSE_WIDTH ;  
 reg [7:0] DELAY;  
 reg [7:0] TIMER=0;  
 reg trigger_sync_1=0,trigger_sync_2=0;  
 wire trigger_rising,trigger_falling;  
 reg timer_start=0,out_low=0;  
 wire timer_clear2,timer_clear3,timer_clear;  
 reg [1:0] mode;  
 reg reset_timer1=0,reset_timer2=0,reset_timer=0;  
 wire reset_timer3,reset_det;  
 reg reset_det1=0,reset_det2=0;  
 always @(posedge clk)  
 begin  
           trigger_sync_1 <= trigger;  
           trigger_sync_2 <= trigger_sync_1; 
           reset_timer1 <= reset_timer;  
           reset_timer2 <= reset_timer1;  
           reset_det1 <= reset;  
           reset_det2 <= reset_det1;  
 end  
 assign trigger_rising = trigger_sync_1 & (~trigger_sync_2);   
 assign trigger_falling = trigger_sync_2 & (~trigger_sync_1);   
 assign reset_timer3 = reset_timer1 & (~reset_timer2);  
 assign reset_det = reset_det2 & (~reset_det1);  
 always @(trigger_rising,trigger_falling,mode_a,mode_b,wb)  
 begin  
      if(trigger_falling == 1 || trigger_rising == 1) begin  
           PULSE_WIDTH = wb;  
           DELAY = (2*wb + 1)/2;  
           mode = {mode_a,mode_b};  
      end  
 end  
 always @(mode,reset,trigger_falling,trigger_rising,TIMER,reset,trigger,PULSE_WIDTH,DELAY,reset_det)  
 begin  
      case(mode)  
                2'b00:  
                          begin  
                               if(reset) begin  
                                    out_low <= 0;  
                                    timer_start <= 0;  
                                    reset_timer <= 1;  
                               end  
                               else if(trigger_rising==1) begin  
                                    out_low <= 1;  
                                    timer_start <= 1;  
                                    reset_timer <= 1;  
                                    end  
                               else if(TIMER>=PULSE_WIDTH) begin  
                                    out_low <= 0;  
                                    timer_start <= 0;  
                                    reset_timer <= 1;  
                               end  
                          end  
                2'b01:  
                          begin  
                               if(reset) begin  
                                    out_low <= 0;  
                                    timer_start <= 0;  
                                    reset_timer <= 1;  
                               end  
                               else if(reset_det==1 && trigger==1) begin  
                                    timer_start <= 1;  
                                    reset_timer <= 0;  
                               end  
                               else if(trigger_rising==1) begin  
                                    timer_start <= 1;  
                                    reset_timer <= 0;  
                                    end  
                               else if(trigger_falling==1 || trigger == 0) begin  
                                    out_low <= 0;  
                                    reset_timer <= 1;  
                                    timer_start <= 0;  
                               end  
                               else if(TIMER >= DELAY) begin  
                                    out_low <= 1;  
                                    timer_start <= 0;  
                                    reset_timer <= 1;  
                               end  
                          end       
                2'b10:  
                          begin  
                               if(reset) begin  
                                    out_low <= 0;  
                                    timer_start <= 0;  
                                    reset_timer <= 1;  
                               end  
                               else if(trigger_rising==1 || trigger == 1) begin  
                                    out_low <= 1;  
                               end  
                               else if(trigger_falling==1 ) begin  
                                    timer_start <= 1;  
                                    reset_timer <= 0;  
                                    end  
                               else if(TIMER>=DELAY) begin  
                                    out_low <= 0;  
                                    timer_start <= 0;  
                                    reset_timer <= 1;  
                               end  
                          end       
                2'b11:  
                          begin  
                               if(reset) begin  
                                    out_low <= 0;  
                                    timer_start <= 0;  
                                    reset_timer <= 1;  
                               end  
                               else if(reset_det==1 && trigger==1) begin  
                                    timer_start <= 1;  
                                    reset_timer <= 0;  
                               end  
                               else if(trigger_falling==1 || trigger_rising==1 ) begin  
                                    timer_start <= 1;  
                                    reset_timer <= 0;  
                                    end  
                               else if(TIMER>=DELAY) begin  
                                    out_low <= trigger;  
                                    timer_start <= 0;  
                                    reset_timer <= 1;  
                               end  
                          end  
           endcase  
 end  
 always @(posedge clk or posedge timer_clear)  
 begin  
 if(timer_clear)   
      TIMER <= 0;  
 else if(timer_start)  
      TIMER <= TIMER + 1;  
 end  
 assign timer_clear = reset_timer3 | trigger_rising == 1 | timer_clear3 ;  
 assign timer_clear2 = (trigger_rising == 1)|(trigger_falling == 1);  
 assign timer_clear3 = timer_clear2 & (mode == 2'b11);  
 always @(posedge clk)  
 begin  
      if(out_low == 1)  
           delay_out_n <= 0;  
      else  
           delay_out_n <= 1;  
 end  
 endmodule  
$ cat ./run.sh
#!/bin/bash
# OpenROAD 26Q1-2900-gdf79404cd8, Yosys 0.63+post, stock flow scripts
make -C /OpenROAD-flow-scripts/flow DESIGN_CONFIG=/design/flow/config.mk WORK_HOME=/design/flow/orfs finish
==> results.yml <==
# physical design summary
yosys:
  synth-async-reset-ratio_pct: 28.6
  synth_flops: 28
  syn_inst: 115
  syn-cell-area_um2: 1100
  yosysTopAreaCellShare_pct: 18.3
  yosysWarnings: 1
  synth_cell_types: 30
  area_leaders: "dfrtp_1 (18%), dlxtn_1 (18%), dfxtp_1 (13%), ha_1 (13%), inv_1 (5.1%)"
  flop_cell: "dlxtn_1"
  synth-edff-count: 0
  syn_avg_cell_area_um2: 9.53
  yosys_area_um2: 1100
  ys_cells: 115
  synth_area_leader_cell: "dfrtp_1"
detailed_routing:
  drt_iter0_drc: 90
  wire_per_inst_um: 8.58
  ant_nets: 0
  route.detailed.drc: 0
  diodes: 0
  dr.pass1.iters: 4
  avgViaCountPerCell: 3.34
  finalWirelength_um: 2000
  vias: 779
cts:
  clkTransAtPathRegs_ps: 60
  post_cts.repair.setup_buffers: 0
  cts_tree: "built"
  ctsResizeCount: 0
  cts_made_buffers: 3
  cts-root-buf: "clkbuf_8"
  clock.latency.late_pin_ps: 250
  cts.htree.levels: 1
  cts_buffer_depth: 2
  holdBufCountCts: 0
outcome:
  status: "finished, final reports clean"
grt:
  grt_pass1_vias: 795
  antenna_found_initial: 0
  grt-ovfl-total: 0
  grt_pass1_wl_um: 3530
  grt_usage_pct: 3.58
  grt_max_degree: 12
die:
  dieArea_um2: 11200
  fp.dieH_um: 106
  io_pins: 14
  fp.dieW_um: 106
  core_um2: 7210
  initial_utilization_pct: 15.2
  num_rows: 31
sta:
  setup_viol: 0
  tns_ps: 0
  rsz0062_at_grt: "no"
  unclocked_regs: 13
  final.setup_skew_ps: 4.23
  drv_slew: 0
  untimed_endpoints: 15
  period_used_pct: 85.6
  hold_viol: 0
  max_freq_mhz: 899
  layout_setup_ws_ps: 188
  slew_headroom_pct: 78.8
  tightest_slew_ps: 318
  period_minus_slack_ps: 1110
power_and_ir_drop:
  p_total_mw: 1.47
  power_density_nw_per_um2: 1030
  peakVddDrop_uv: 274
  p_leak_nw: 0.662
flow_run:
  cap_violations: 0
  tool_warnings: 26
worst_hold_path:
  hp-class: "flop to flop"
  hold_depth: 0
setup_path:
  cp.arrival_ps: 1250
  end_kind: "flop"
  path_class: "flop to flop"
  worst-path-max-fanout: 5
  rr_worst_depth: 2
  required_ps: 1440
  crit_path_start_kind: "flop"
final_layout:
  n_fill_cell: 813
  areaGrowthSynthToFinish_pct: 30.3
  layout_top_cells: "inv_1 (15), dlxtn_1 (13), clkdlybuf4s50_1 (12), nor2_1 (11), ha_1 (11)"
  finish.utilization_pct: 19.8
  layout_top_cell: "inv_1"
  layout-drive-gt1-share_pct: 6.72
placement:
  portBuffers: 13
  place.gp.congestion: 0.774
  post-place-ws_ps: 202
  dpl.hpwl_um: 1620
==> kinds of logic after synthesis <==
kind of cell	synth area share, %
AOI/OAI and AO/OA	11.5
xor gates and xnor gates	5.59
adders and majority gates	12.6
buffers and inverters	6.16
DFF	31.0
latches	17.8
muxes	1.03
and+or+nand+nor	14.3
==> worst paths after layout <==
| path | from | to | slack [ps] |
|---|---|---|---|
| min in group asynchronous | reset_timer1 | TIMER[7] | 430 |
| min | reset_det1 | reset_det2 | 350 |
| max in group asynchronous | trigger_sync_1 | TIMER[1] | 330 |
| max | TIMER[0] | TIMER[1] | 190 |
| min reg2reg | reset_det1 | reset_det2 | 350 |
| max reg2reg | TIMER[0] | TIMER[1] | 190 |
==> cell type report <==
class                      count  area, µm²  share of cell area [%]
sequential                    28        536                    37.5
timing repair buffer          16        155                    10.9
clock buffer                   3       41.3                    2.89
tap                           99        124                    8.68
multi-input combinational     71        510                    35.8
inverter                      15       56.3                    3.94
clock inverter                 1       5.00                   0.351
==> power by group <==
part	total [mW]	internal, mW	switching (mW)
clock network	0.381	0.212	0.169
logic	0.379	0.203	0.176
registers	0.706	0.592	0.114
total	1.47	1.01	0.459
==> cell usage after synthesis, types with 2 or more instances <==
library cell and n:
nand4_1 4, a2bb2oi_1 2, a21oi_1 4, xnor2_1 4, nor2b_1 3, dlxtn_1 13
inv_1 15, o21ai_0 7, nor2_1 11, ha_1 11, dfxtp_1 7, xor2_1 3
nand2_1 7, dfrtp_1 8
==> layer usage <==
metal	global-route usage [%]	vias to the layer above	wire, µm
met5	0	-	0
met3	0.856	2	89
met2	5.52	17	828
li1	-	429	-
met4	0.967	0	43
met1	4.94	331	1040
==> critical path: stages, from the launching register on <==
cell	delay, ps
dfrtp_1	430
ha_1	310
mux2_2	260
==> metrics by stage <==
step                hold slack (ps)  cells  area, µm²
floorplan                       288    115       1110
global placement                337    229       1380
detailed placement              348    229       1380
CTS                             359    233       1430
global route                    368    233       1430
finish                          355    233       1430
Power is estimated from default activity; no workload was simulated.
